**design.v**
```verilog
`timescale 1ns/1ps
module TOP(
    Clk,
    Rst_n,
    Rx,
    Tx,
    RxData,
    TxData,
    TxEn
);
input           Clk;
input           Rst_n;
input           Rx;
input  [7:0]    TxData;     
input           TxEn;       
output          Tx;
output [7:0]    RxData;
wire [7:0]     TxData_internal;  
wire           TxDone;
wire           RxDone;
wire           tick;
wire [3:0]     NBits;
wire [15:0]    BaudRate;
assign NBits = 4'b1000;
assign BaudRate = 16'd325;
UART_rs232_rx I_RS232RX(
    .Clk(Clk),
    .Rst_n(Rst_n),
    .RxEn(1'b1),
    .RxData(RxData),
    .RxDone(RxDone),
    .Rx(Rx),
    .Tick(tick),
    .NBits(NBits)
);
UART_rs232_tx I_RS232TX(
    .Clk(Clk),
    .Rst_n(Rst_n),
    .TxEn(TxEn),
    .TxData(TxData),
    .TxDone(TxDone),
    .Tx(Tx),
    .Tick(tick),
    .NBits(NBits)
);
UART_BaudRate_generator I_BAUDGEN(
    .Clk(Clk),
    .Rst_n(Rst_n),
    .Tick(tick),
    .BaudRate(BaudRate)
);
endmodule
module UART_BaudRate_generator(
    Clk                   ,
    Rst_n                 ,
    Tick                  ,
    BaudRate
    );
input           Clk                 ;  
input           Rst_n               ;  
input [15:0]    BaudRate            ;  
output          Tick                ;  
reg [15:0]      baudRateReg         ;  
always @(posedge Clk or negedge Rst_n)
    if (!Rst_n) baudRateReg <= 16'b1;
    else if (Tick) baudRateReg <= 16'b1;
         else baudRateReg <= baudRateReg + 1'b1;
assign Tick = (baudRateReg == BaudRate);
endmodule
module UART_rs232_tx (Clk,Rst_n,TxEn,TxData,TxDone,Tx,Tick,NBits);	 
input Clk, Rst_n, TxEn,Tick;	 
input [3:0]NBits;		 
input [7:0]TxData;		 
output Tx;
output TxDone;
parameter  IDLE = 1'b0, WRITE = 1'b1;	 
reg  State, Next;			 
reg  TxDone = 1'b0;			 
reg  Tx;				 
reg write_enable = 1'b0;		 
reg start_bit = 1'b1;			 
reg stop_bit = 1'b0;			 
reg [4:0] Bit = 5'b00000;		 
reg [3:0] counter = 4'b0000;		 
reg [7:0] in_data=8'b00000000;		 
reg [1:0] R_edge;			 
wire D_edge;				 
always @ (posedge Clk or negedge Rst_n)			 
begin
if (!Rst_n)	State <= IDLE;				 
else 		State <= Next;				 
end
always @ (State or D_edge or TxData or TxDone) 
begin
    case(State)	
	IDLE:	if(D_edge)		Next = WRITE;		 
		else			Next = IDLE;
	WRITE:	if(TxDone)		Next = IDLE;  		 
		else			Next = WRITE;
	default 			Next = IDLE;
    endcase
end
always @ (State)
begin
    case (State)
	WRITE: begin
		write_enable <= 1'b1;	 
	end
	IDLE: begin
		write_enable <= 1'b0;	 
	end
    endcase
end
always @ (posedge Tick)
begin
	if (!write_enable)				 
	begin
	TxDone = 1'b0;
	start_bit <=1'b1;
	stop_bit <= 1'b0;
	end
	if (write_enable)				 
	begin
	counter <= counter+1;				 
	if(start_bit & !stop_bit)			 
	begin
	Tx <=1'b0;					 
	in_data <= TxData;				 
	end		
	if ((counter == 4'b1111) & (start_bit) )	 
	begin		
	start_bit <= 1'b0;
	in_data <= {1'b0,in_data[7:1]};
	Tx <= in_data[0];
	end
	if ((counter == 4'b1111) & (!start_bit) &  (Bit < NBits-1))	 
	begin		
	in_data <= {1'b0,in_data[7:1]};
	Bit<=Bit+1;
	Tx <= in_data[0];
	start_bit <= 1'b0;
	counter <= 4'b0000;
	end	
	if ((counter == 4'b1111) & (Bit == NBits-1) & (!stop_bit))	 
	begin
	Tx <= 1'b1;	
	counter <= 4'b0000;	
	stop_bit<=1'b1;
	end
	if ((counter == 4'b1111) & (Bit == NBits-1) & (stop_bit) )	 
	begin
	Bit <= 4'b0000;
	TxDone <= 1'b1;
	counter <= 4'b0000;
	end
	end
end
always @ (posedge Clk or negedge Rst_n)
begin
	if(!Rst_n)
	begin
	R_edge <= 2'b00;
	end
	else
	begin
	R_edge <={R_edge[0], TxEn};
	end
end
assign D_edge = !R_edge[1] & R_edge[0];
endmodule
module UART_rs232_rx (Clk,Rst_n,RxEn,RxData,RxDone,Rx,Tick,NBits);		 
input Clk, Rst_n, RxEn,Rx,Tick;		 
input [3:0]NBits;			 
output RxDone;				 
output [7:0]RxData;			 
parameter  IDLE = 1'b0, READ = 1'b1; 	 
reg [1:0] State, Next;			 
reg  read_enable = 1'b0;		 
reg  start_bit = 1'b1;			 
reg  RxDone = 1'b0;			 
reg [4:0]Bit = 5'b00000;		 
reg [3:0] counter = 4'b0000;		 
reg [7:0] Read_data= 8'b00000000;	 
reg [7:0] RxData;			 
always @ (posedge Clk or negedge Rst_n)			 
begin
if (!Rst_n)	State <= IDLE;				 
else 		State <= Next;				 
end
always @ (State or Rx or RxEn or RxDone)
begin
    case(State)	
	IDLE:	if(!Rx & RxEn)		Next = READ;	  
		else			Next = IDLE;
	READ:	if(RxDone)		Next = IDLE; 	  
		else			Next = READ;
	default 			Next = IDLE;
    endcase
end
always @ (State or RxDone)
begin
    case (State)
	READ: begin
		read_enable <= 1'b1;			 
	      end
	IDLE: begin
		read_enable <= 1'b0;			 
	      end
    endcase
end
always @ (posedge Tick)
	begin
	if (read_enable)
	begin
	RxDone <= 1'b0;							 
	counter <= counter+1;						 
	if ((counter == 4'b1000) & (start_bit))				 
	begin
	start_bit <= 1'b0;
	counter <= 4'b0000;
	end
	if ((counter == 4'b1111) & (!start_bit) & (Bit < NBits))	 
	begin
	Bit <= Bit+1;
	Read_data <= {Rx,Read_data[7:1]};
	counter <= 4'b0000;
	end
	if ((counter == 4'b1111) & (Bit == NBits)  & (Rx))		 
	begin
	Bit <= 4'b0000;
	RxDone <= 1'b1;
	counter <= 4'b0000;
	start_bit <= 1'b1;						 
	end
	end
end
always @ (posedge Clk)
begin
if (NBits == 4'b1000)
begin
RxData[7:0] <= Read_data[7:0];	
end
if (NBits == 4'b0111)
begin
RxData[7:0] <= {1'b0,Read_data[7:1]};	
end
if (NBits == 4'b0110)
begin
RxData[7:0] <= {1'b0,1'b0,Read_data[7:2]};	
end
end
endmodule
```
**run.sh**
```bash
#!/bin/bash
# OpenROAD 26Q1-2900-gdf79404cd8, Yosys 0.63+post, stock flow scripts
make -C /OpenROAD-flow-scripts/flow DESIGN_CONFIG=/design/flow/config.mk WORK_HOME=/design/flow/orfs finish
```
**config.mk**
```make
export PLATFORM = sky130hd
export DESIGN_NAME = TOP
export DESIGN_NICKNAME = TOP
export VERILOG_FILES = /design/flow/design.v
export SDC_FILE = /design/flow/constraint.sdc
export NUM_CORES = 4
export LEC_CHECK = 1
export CORE_UTILIZATION = 30
```
**constraint.sdc**
```tcl
current_design TOP

set clk_period 4.8
set clk_io_pct 0.2

create_clock -name clk0 -period $clk_period [get_ports {Clk}]

set non_clock_inputs [all_inputs -no_clocks]
set_input_delay [expr $clk_period * $clk_io_pct] -clock clk0 $non_clock_inputs
set_output_delay [expr $clk_period * $clk_io_pct] -clock clk0 [all_outputs]
```
==> results_slide.txt <==
Implementation Results

Global routing
  – Total global routing track utilization: 0.0978
  – First-pass GRT wire length: 7.65 mm
  – Number of global-route vias before repair: 1639
  – Global-route congestion overflow total: 0
  – Antenna violations before repair: 0
  – Pin count of the biggest net entering global routing: 47

Floorplan
  – Die Span Y: 100 um
  – Core Area: 9280 um2
  – Initial Util: 0.310
  – IO Pins: 21
  – Chip Width: 100 um
  – Chip area: 10000 um2
  – Cell row count: 35

Finish
  – Area delta synth->final: 16.4%
  – Most frequent standard cell in the layout excluding fill and tap cells: sky130_fd_sc_hd__edfxtp_1
  – Final core occ: 0.361
  – Fraction of final layout cells sized beyond drive strength 1: 0.102
  – Final non-filler cell total: 375
  – Most instantiated logic cells after routing: sky130_fd_sc_hd__edfxtp_1, sky130_fd_sc_hd__clkdlybuf4s50_1, sky130_fd_sc_hd__dfrtp_1

Routing
  – Via-to-Cell Ratio: 4.49
  – Via Count: 1682
  – Remaining number of nets flagged by the antenna check after routing: 0
  – Drc violations: 0
  – Total detailed-routing wirelength: 4.53 mm
  – Drt first-iter violations: 72
  – WL/cell: 12.1 um
  – DRT Pass-1 Iters: 4
  – Number of antenna repair diodes: 0

Worst setup path
  – Slowest cell on the critical path: sky130_fd_sc_hd__clkdlybuf4s50_1
  – Crit-path max FO: 1
  – Critical path class: reg -> out
  – Arrival @ worst endpoint: 1.07 ns
  – Data required time of the worst path: 3.84 ns
  – Stage delay of the slowest cell on the critical path: 0.47 ns
  – Worst reg2reg setup slack: 2.88 ns
  – CP cell instances: clkdlybuf4s50_1
  – Crit path capture type: output pin
  – Top cell family by delay on the critical path: buffers and inverters
  – Crit path buf inv count: 1
  – Kind of start point of the critical path: register

Clock network
  – Quantity of hold-fixing buffers added after cts: 0
  – Clock-pin transition on the worst setup and hold timing paths: 0.06 ns
  – # resized after CTS: 0
  – CTS tree: yes
  – Maximum root-to-sink buffer count: 2
  – Clock tree root buffer cell: sky130_fd_sc_hd__clkbuf_8
  – Worst-Skew Late Latency: 0.28 ns
  – H-tree levels: 2
  – Post CTS Setup Buffer Count: 0
  – Number of clock buffers inserted by TritonCTS: 5

STA
  – Min Tclk post-route: 2.03 ns
  – Number of register pins that no clock reaches: 41
  – Slew at the pin closest to its max-slew limit: 0.743 ns
  – Setup total negative slack: 0 ns
  – Unrepaired setup endpoints after global routing: false
  – Fin. Hold Viols: 0
  – Worst clock skew on the final layout: 0.00359 ns
  – Normalized max-slew margin: 0.505
  – Maximum clock frequency: 0.493 GHz
  – Final Max-Slew Violation Tally: 0
  – Number of unconstrained endpoints: 87
  – Final setup viols: 0
  – Post-route fraction of the period consumed by the critical path: 0.423

Placed design
  – I/O Buffers: 20
  – Total instance count after detailed placement: 367
  – Weighted congestion at the end of routability-driven global placement: 0.816
  – Detailed placer's ending HPWL: 3.09 mm

Logic synthesis
  – Max-area cell share: 0.386
  – Area of the synthesized netlist per yosys stat: 2880 um2
  – Count of distinct cell types in the synthesized netlist: 42
  – Post-synth tally of flip-flops with integrated enable: 37
  – Register bit count reported by yosys: 70
  – Cell accounting for the most synthesized area: sky130_fd_sc_hd__edfxtp_1
  – Mean Syn Cell Area: 13.2 um2
  – Tally of yosys warning messages: 3
  – Instance count of the mapped netlist: 218
  – Cell area after technology mapping: 2880 um2
  – Post-synthesis cell count from yosys: 218
  – Top cells, area: sky130_fd_sc_hd__edfxtp_1, sky130_fd_sc_hd__dfrtp_1, sky130_fd_sc_hd__dfxtp_1
  – Share of flip-flops with an asynchronous set or reset: 0.300
  – Ys flop type: sky130_fd_sc_hd__edfxtp_1

Flow run
  – Maximum Capacitance Violations: 0
  – Count of warning messages emitted by the tools: 28

Worst hold path
  – Min-delay worst type: reg -> reg

Pwr
  – Worst IR Drop VDD: 0.000138 V
  – Static Leakage: 1.28 nW
  – Power per cell area: 157 nW/um2

Run status
  – Result of the run: complete, no violations
final timing paths:
check                                    startpoint                         to  cells after the start
setup / recovery                I_RS232RX.RxData[3]                  RxData[3]                      1
hold / removal                  I_RS232TX.R_edge[0]        I_RS232TX.R_edge[1]                      0
setup reg to reg           I_BAUDGEN.baudRateReg[5]   I_BAUDGEN.baudRateReg[0]                      4
hold reg to reg                 I_RS232TX.R_edge[0]        I_RS232TX.R_edge[1]                      0
max in group asynchronous                     Rst_n   I_BAUDGEN.baudRateReg[0]                      2
min in group asynchronous                     Rst_n  I_BAUDGEN.baudRateReg[11]                      2
where the power goes:
part | total (W) | switching [W] | leakage, nW | internal, W
registers | 0.000255 | 0.00000346 | 0.708 | 0.000251
logic | 0.0000240 | 0.0000112 | 0.519 | 0.0000129
clock network | 0.000248 | 0.0000938 | 0.0552 | 0.000154
metal layers:
layer	part of all wire	wire length (um)	track usage	vias up
met4	0.017	78	0.0156	0
met5	0	0	0	-
met2	0.43	1940	0.137	27
met3	0.031	142	0.0198	5
met1	0.52	2370	0.166	812
li1	-	-	-	838
flip-flops by register name (all words and copies together), names as in the netlist, 2 cells and up:
register               flops
I_RS232TX.R_edge           2
I_RS232TX.in_data          8
I_RS232RX.State            2
I_RS232TX.counter          4
I_RS232RX.counter          4
I_RS232RX.Read_data        8
I_RS232TX.Bit              5
I_BAUDGEN.baudRateReg     16
I_RS232RX.RxData           8
I_RS232RX.Bit              5
cell families after synthesis:
kind of cell	Yosys count	share of synthesized area
mux	7	0.0274
latches	1	0.00521
compound gates	22	0.0473
fa+ha+maj	8	0.0348
buf+inv	16	0.0239
xor+xnor	22	0.0669
flops	69	0.646
simple gates	73	0.149
synth_stat cells (2+ instances only):
library cell               instances
sky130_fd_sc_hd__o21ai_0           4
sky130_fd_sc_hd__o22ai_1           4
sky130_fd_sc_hd__nor4_1            3
sky130_fd_sc_hd__nor2_1           15
sky130_fd_sc_hd__or2_2             2
sky130_fd_sc_hd__dfrtp_1          19
sky130_fd_sc_hd__nand2_1           6
sky130_fd_sc_hd__o21a_1            3
sky130_fd_sc_hd__xor2_1           12
sky130_fd_sc_hd__nand4b_1          3
sky130_fd_sc_hd__nor3_1            6
sky130_fd_sc_hd__ha_1              8
sky130_fd_sc_hd__dfstp_2           2
sky130_fd_sc_hd__dfxtp_1          11
sky130_fd_sc_hd__nand4_1           6
sky130_fd_sc_hd__nor2b_1           3
sky130_fd_sc_hd__edfxtp_1         37
sky130_fd_sc_hd__or3_1             2
sky130_fd_sc_hd__nand3_1          10
sky130_fd_sc_hd__and2_1            2
sky130_fd_sc_hd__a21oi_1           7
sky130_fd_sc_hd__and3_1            4
sky130_fd_sc_hd__nand2b_1          3
sky130_fd_sc_hd__inv_1            13
sky130_fd_sc_hd__mux2_2            7
sky130_fd_sc_hd__xnor2_1          10
metrics by stage:
step	area [um2]	hold WS [ns]	setup WS, ns	power (W)
after floorplan	2880	0.354	2.53	0.000267
after global placement	3240	0.363	2.90	0.000283
after detailed placement	3240	0.369	2.89	0.000284
after CTS	3350	0.384	2.75	0.000537
after global routing	3350	0.405	2.71	0.000550
final	3350	0.377	2.77	0.000526
area by class of cell:
| cell class | count | area (um2) |
|---|---|---|
| Tap cell | 129 | 161 |
| Clock inverter | 2 | 35.0 |
| Inverter | 13 | 48.8 |
| Multi-Input combinational cell | 132 | 937 |
| Clock buffer | 6 | 72.6 |
| Sequential cell | 70 | 1870 |
| Fill cell | 935 | 5930 |
| Timing Repair Buffer | 23 | 223 |
Power is estimated from default activity; no workload was simulated.
